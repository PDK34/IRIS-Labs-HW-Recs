==> flow/design.v <==
module rvsoc (
	input clk,
	input resetn,
	output        iomem_valid,
	input         iomem_ready,
	output [ 3:0] iomem_wstrb,
	output [31:0] iomem_addr,
	output [31:0] iomem_wdata,
	input  [31:0] iomem_rdata,
	input  irq_5,
	input  irq_6,
	input  irq_7,
	output ser_tx,
	input  ser_rx,
	output flash_csb,
	output flash_clk,
	output flash_io0_oe,
	output flash_io1_oe,
	output flash_io2_oe,
	output flash_io3_oe,
	output flash_io0_do,
	output flash_io1_do,
	output flash_io2_do,
	output flash_io3_do,
	input  flash_io0_di,
	input  flash_io1_di,
	input  flash_io2_di,
	input  flash_io3_di
);
	parameter [0:0] BARREL_SHIFTER = 1;
	parameter [0:0] ENABLE_MUL = 1;
	parameter [0:0] ENABLE_DIV = 1;
	parameter [0:0] ENABLE_FAST_MUL = 0;
	parameter [0:0] ENABLE_COMPRESSED = 1;
	parameter [0:0] ENABLE_COUNTERS = 1;
	parameter [0:0] ENABLE_IRQ_QREGS = 0;
	parameter integer MEM_WORDS = 32768;
	parameter [31:0] STACKADDR = (4*MEM_WORDS);
	parameter [31:0] PROGADDR_RESET = 32'h 0010_0000;
	parameter [31:0] PROGADDR_IRQ = 32'h 0000_0000;
	reg [31:0] irq;
	wire irq_stall = 0;
	wire irq_uart = 0;
	always @* begin
		irq = 0;
		irq[3] = irq_stall;
		irq[4] = irq_uart;
		irq[5] = irq_5;
		irq[6] = irq_6;
		irq[7] = irq_7;
	end
	wire mem_valid;
	wire mem_instr;
	wire mem_ready;
	wire [31:0] mem_addr;
	wire [31:0] mem_wdata;
	wire [3:0] mem_wstrb;
	wire [31:0] mem_rdata;
	wire spimem_ready;
	wire [31:0] spimem_rdata;
	reg ram_ready;
	wire [31:0] ram_rdata;
	assign iomem_valid = mem_valid && (mem_addr[31:24] > 8'h 01);
	assign iomem_wstrb = mem_wstrb;
	assign iomem_addr = mem_addr;
	assign iomem_wdata = mem_wdata;
	wire spimemio_cfgreg_sel = mem_valid && (mem_addr == 32'h 0200_0000);
	wire [31:0] spimemio_cfgreg_do;
	wire        simpleuart_reg_div_sel = mem_valid && (mem_addr == 32'h 0200_0004);
	wire [31:0] simpleuart_reg_div_do;
	wire        simpleuart_reg_dat_sel = mem_valid && (mem_addr == 32'h 0200_0008);
	wire [31:0] simpleuart_reg_dat_do;
	wire        simpleuart_reg_dat_wait;
	wire        dataproc_ready;
	wire [31:0] dataproc_rdata;
	assign mem_ready =
    (iomem_valid && iomem_ready) ||
    spimem_ready ||
    ram_ready ||
    spimemio_cfgreg_sel ||
    simpleuart_reg_div_sel ||
    (simpleuart_reg_dat_sel && !simpleuart_reg_dat_wait) ||
    dataproc_ready;
	assign mem_rdata =
    (iomem_valid && iomem_ready) ? iomem_rdata :
    spimem_ready                ? spimem_rdata :
    ram_ready                   ? ram_rdata :
    spimemio_cfgreg_sel         ? spimemio_cfgreg_do :
    simpleuart_reg_div_sel      ? simpleuart_reg_div_do :
    simpleuart_reg_dat_sel      ? simpleuart_reg_dat_do :
    dataproc_ready              ? dataproc_rdata :
    32'h0;
	picorv32 #(
		.STACKADDR(STACKADDR),
		.PROGADDR_RESET(PROGADDR_RESET),
		.PROGADDR_IRQ(PROGADDR_IRQ),
		.BARREL_SHIFTER(BARREL_SHIFTER),
		.COMPRESSED_ISA(ENABLE_COMPRESSED),
		.ENABLE_COUNTERS(ENABLE_COUNTERS),
		.ENABLE_MUL(ENABLE_MUL),
		.ENABLE_DIV(ENABLE_DIV),
		.ENABLE_FAST_MUL(ENABLE_FAST_MUL),
		.ENABLE_IRQ(1),
		.ENABLE_IRQ_QREGS(ENABLE_IRQ_QREGS)
	) cpu (
		.clk         (clk),
		.resetn      (resetn),
		.mem_valid   (mem_valid),
		.mem_instr   (mem_instr),
		.mem_ready   (mem_ready),
		.mem_addr    (mem_addr),
		.mem_wdata   (mem_wdata),
		.mem_wstrb   (mem_wstrb),
		.mem_rdata   (mem_rdata),
		.irq         (irq)
	);
	spimemio spimemio (
		.clk    (clk),
		.resetn (resetn),
		.valid  (mem_valid && mem_addr >= 4*MEM_WORDS && mem_addr < 32'h 0200_0000),
		.ready  (spimem_ready),
		.addr   (mem_addr[23:0]),
		.rdata  (spimem_rdata),
		.flash_csb    (flash_csb),
		.flash_clk    (flash_clk),
		.flash_io0_oe (flash_io0_oe),
		.flash_io1_oe (flash_io1_oe),
		.flash_io2_oe (flash_io2_oe),
		.flash_io3_oe (flash_io3_oe),
		.flash_io0_do (flash_io0_do),
		.flash_io1_do (flash_io1_do),
		.flash_io2_do (flash_io2_do),
		.flash_io3_do (flash_io3_do),
		.flash_io0_di (flash_io0_di),
		.flash_io1_di (flash_io1_di),
		.flash_io2_di (flash_io2_di),
		.flash_io3_di (flash_io3_di),
		.cfgreg_we(spimemio_cfgreg_sel ? mem_wstrb : 4'b 0000),
		.cfgreg_di(mem_wdata),
		.cfgreg_do(spimemio_cfgreg_do)
	);
	simpleuart simpleuart (
		.clk         (clk),
		.resetn      (resetn),
		.ser_tx      (ser_tx),
		.ser_rx      (ser_rx),
		.reg_div_we  (simpleuart_reg_div_sel ? mem_wstrb : 4'b 0000),
		.reg_div_di  (mem_wdata),
		.reg_div_do  (simpleuart_reg_div_do),
		.reg_dat_we  (simpleuart_reg_dat_sel ? mem_wstrb[0] : 1'b 0),
		.reg_dat_re  (simpleuart_reg_dat_sel && !mem_wstrb),
		.reg_dat_di  (mem_wdata),
		.reg_dat_do  (simpleuart_reg_dat_do),
		.reg_dat_wait(simpleuart_reg_dat_wait)
	);
	data_proc_wrapper data_processor (
        .clk(clk),
        .resetn(resetn),
        .mem_valid(mem_valid),
        .mem_ready(dataproc_ready),
        .mem_wstrb(mem_wstrb),
        .mem_addr(mem_addr),
        .mem_wdata(mem_wdata),
        .mem_rdata(dataproc_rdata)
    );
	always @(posedge clk)
		ram_ready <= mem_valid && !mem_ready && mem_addr < 4*MEM_WORDS;
	soc_mem #(
		.WORDS(MEM_WORDS)
	) memory (
		.clk(clk),
		.wen((mem_valid && !mem_ready && mem_addr < 4*MEM_WORDS) ? mem_wstrb : 4'b0),
		.addr(mem_addr[23:2]),
		.wdata(mem_wdata),
		.rdata(ram_rdata)
	);
endmodule
module soc_mem #(
	parameter integer WORDS = 256
) (
	input clk,
	input [3:0] wen,
	input [21:0] addr,
	input [31:0] wdata,
	output reg [31:0] rdata
);
	reg [31:0] mem [0:WORDS-1];
	always @(posedge clk) begin
		rdata <= mem[addr];
		if (wen[0]) mem[addr][ 7: 0] <= wdata[ 7: 0];
		if (wen[1]) mem[addr][15: 8] <= wdata[15: 8];
		if (wen[2]) mem[addr][23:16] <= wdata[23:16];
		if (wen[3]) mem[addr][31:24] <= wdata[31:24];
	end
endmodule
==> flow/run.sh <==
#!/bin/bash
# OpenROAD 26Q1-2900-gdf79404cd8, Yosys 0.63+post, stock flow scripts
make -C /OpenROAD-flow-scripts/flow DESIGN_CONFIG=/design/flow/config.mk WORK_HOME=/design/flow/orfs finish
==> flow/config.mk <==
export PLATFORM = sky130hd
export DESIGN_NAME = soc_mem
export DESIGN_NICKNAME = soc_mem
export VERILOG_FILES = /design/flow/design.v
export SDC_FILE = /design/flow/constraint.sdc
export NUM_CORES = 4
export LEC_CHECK = 1
export CORE_UTILIZATION = 50
export SYNTH_MEMORY_MAX_BITS = 65536
==> flow/constraint.sdc <==
current_design soc_mem

set clk_period 53.0
set clk_io_pct 0.2

create_clock -name clk0 -period $clk_period [get_ports {clk}]

set non_clock_inputs [all_inputs -no_clocks]
set_input_delay [expr $clk_period * $clk_io_pct] -clock clk0 $non_clock_inputs
set_output_delay [expr $clk_period * $clk_io_pct] -clock clk0 [all_outputs]
==> results.py <==
# Synthesis and PnR figures
metrics = {
    "finish": {
        "postLayoutCellArea_sq_mm": 0.3500,
        "drive_above_1_share": 0.2469,
        "areaGrowthSynthToFinish_pct": 11.85,
        "fillCellCount": 44280,
    },
    "timing": {
        "fin_worst_skew_ns": 0.05113,
        "layout_min_cycle_time_ns": 16.87,
        "timing.final.crit_share": 0.3183,
        "rsz0062_at_grt": "false",
        "finalSetupViolCount": 0,
        "clock.fmax_ghz": 0.05928,
        "setup-tns-final_ns": 0,
        "timing.slew.headroom": 0.2035,
        "worst_slew_pin_slew_ns": 1.179,
        "final_hold_vios": 0,
        "pins_over_slew_limit": 0,
    },
    "worst_setup_path": {
        "crit_path_frequent_cell": "buf_4",
        "path_depth": 14,
        "crit_path_start": "addr[0]",
        "worst-path-buf-inv": 9,
        "cp_startpoint_kind": "input pin",
        "crit_fanout": 67,
        "crit_path_end_kind": "flop",
        "ff_to_ff_setup_slack_ns": 49.78,
        "critical-path-max-stage-delay_ns": 0.98,
        "ff2ff_path_depth": 6,
        "arrival_time_reported_for_the_critical_path_endpoint_ns": 17.86,
        "regToRegStartpoint": "mem[203][19]$_DFFE_PP_",
        "capture_point_of_the_worst_reg_to_reg_path": "rdata[19]$_DFF_P_",
        "timing.critical_path.max_delay_family": "buffers and inverters",
        "timing.critical_path.cells": "buf_16, buf_4, buf_12, buf_4, buf_4, buf_4, buf_4, buf_4, mux4_2, a22oi_1, a21oi_1, o41ai_1, buf_4, nand4_1",
        "worst_path_max_delay_cell": "o41ai_1",
        "worst-endpoint-required_ns": 53.99,
        "path_class": "input pin to flop",
        "worstSetupEndpoint": "rdata[2]$_DFF_P_",
    },
    "clocking": {
        "clk-insertion-delay-late_ns": 1.14,
        "cts_tree": "built",
        "clk_root_buffer_cell": "clkbuf_16",
        "cts-root-to-sink-buffers": 4,
        "post_cts_resize_count": 0,
        "tritoncts.num_buffers": 797,
        "post-cts-setup-buffer-count": 0,
        "number_of_buffers_added_to_fix_hold_violations_after_cts": 0,
        "register_clock_pin_slew_on_the_reported_worst_setup_and_hold_paths_ns": 0.06,
        "htreeDepth": 6,
        "cts_num_sinks": 8224,
    },
    "die": {
        "ios": 91,
        "chipArea_sq_mm": 0.6289,
        "fp.dieW_um": 793.1,
        "die_y_um": 793.1,
        "num_rows": 290,
        "coreArea_sq_mm": 0.6234,
        "fp_util": 0.5019,
    },
    "drt": {
        "number_of_iterations_in_the_first_detailed_routing_pass": 6,
        "detailroute.via_count": 146200,
        "totalWireLength_um": 782400,
        "drt-wirelength-per-cell_um": 33.27,
        "drcViolationCount": 0,
        "antenna_violating_nets_post_route": 0,
        "vias_per_cell": 6.215,
        "initialDrtViolationCount": 9002,
    },
    "synth": {
        "yosys.stat.chipArea_sq_mm": 0.3129,
        "yosys.area_share.simple": 0.01495,
        "ys_types": 20,
        "synth_area_sq_mm": 0.3129,
        "ys_async_sr_fraction": 0,
        "ys_ff": 8224,
        "synth_top_area_share": 0.7862,
        "synth.yosys.warnings": 1,
        "synthAdderAreaFrac": 0,
        "yosys.area.top_type": "edfxtp_1",
        "post_synthesis_instance_total": 14080,
        "yosysSeqAreaShare": 0.7883,
        "ys_sh_aoi": 0.03634,
        "muxShareOfSynthArea": 0.1474,
        "yosys-stat-cells": 14080,
        "number_of_enable_type_register_cells_in_the_synthesized_netlist": 8192,
        "ys_dominant_reg_cell": "edfxtp_1",
        "avgSynthCellArea_sq_um": 22.23,
        "topCombFamilyByArea": "multiplexers",
        "synth.top_cells.by_area": "edfxtp_1 (79%), mux4_2 (15%), a22oi_1 (2.5%)",
        "synthXorXnorAreaFrac": 0,
    },
    "run_status": {
        "outcome": "finished, final reports clean",
    },
    "global_routing": {
        "grt.total_usage": 0.2859,
        "grt_first_pass_wirelength_um": 1128000,
        "initial_antenna_violation_count": 47,
        "grt_start_max_net_pins": 125,
        "grt_pass1_vias": 166300,
        "total_congestion_overflow_after_global_routing": 0,
    },
    "power_and_ir_drop": {
        "power.total_mw": 13.32,
        "worst_ir_drop_vdd_mv": 0.04119,
        "power.leakage_nw": 105.8,
        "p_per_area_mw_per_mm2": 38.06,
    },
    "place": {
        "port_buffers": 76,
        "place.detailed.hpwl_um": 465100,
        "gpl.final_weighted_congestion": 0.8499,
        "placed_area_sq_mm": 0.3242,
    },
    "min_path": {
        "hold_path_class": "flop to flop",
        "min_delay_path_depth": 5,
    },
    "run": {
        "log.warning_count": 56,
        "max_cap_viol_count": 0,
    },
}
==> cells by family (layout without fill, tap and decap cells) <==
family,count (synthesis),count (layout)
other cells,0,52
mux,2048,2048
simple gates,1208,1208
compound gates,1664,1664
flops,8224,8224
buf+inv,931,1998
==> through the flow <==
stage,setup WS [ns],util,hold slack (ns),instances
floorplan,40.08,-,0.8191,14080
global placement,34.89,0.5200,0.9178,22000
detailed placement,34.77,0.5200,0.8890,22000
CTS,35.97,0.5612,0.9071,23460
global route,35.36,0.5613,0.9918,23480
finish,36.13,0.5614,0.8966,23520
==> worst min path at each step <==
stage | end | from | slack (ns)
after global routing | rdata[3]$_DFF_P_ | mem[154][3]$_DFFE_PP_ | 0.99
after CTS | rdata[3]$_DFF_P_ | mem[154][3]$_DFFE_PP_ | 0.91
final | rdata[3]$_DFF_P_ | mem[155][3]$_DFFE_PP_ | 0.90
==> placed cells by master (no fill, tap or decap), types with 14 or more instances in the layout <==
master / instances
a22oi_1: 1024
clkbuf_1: 153
clkinvlp_4: 21
nand4_1: 32
o41ai_2: 15
edfxtp_1: 8192
inv_6: 15
clkbuf_16: 810
buf_8: 32
nand2_1: 69
o41ai_1: 113
clkinv_1: 179
nand2_4: 14
diode_2: 52
bufinv_16: 73
nand2_2: 20
mux4_2: 2048
buf_4: 448
dfxtp_1: 32
clkdlybuf4s50_1: 42
a21oi_1: 512
nor2_1: 1038
clkinv_2: 161
==> cell type report <==
class	instances	area, sq um	area share
flip-flops and latches	8224	246600	0.7047
clock buffers	970	20940	0.05983
multi-input cells	4920	62530	0.1787
repair buffers	537	4579	0.01308
clock inverters	491	4751	0.01357
diodes	52	130.1	0.0003718
well taps	8322	10410	0.02975
==> sequential cells by signal (all words and copies together), names as in the netlist <==
name   count
rdata     32
mem     8192
==> worst min-delay path, cell delays in order (launching register included) <==
cell	delay, ns
edfxtp_1	0.31
mux4_2	0.22
a22oi_1	0.08
a21oi_1	0.13
o41ai_1	0.07
nand4_1	0.06
==> report_power, final <==
group,leakage (nW),internal (mW),switching [mW]
Combinational,19.3,0.202,0.391
Sequential,73.9,7.17,0.0149
Clock,12.6,3.17,2.38
==> synth_stat cells (8+ instances only) <==
master    instances
clkbuf_1        631
nor2_1         1042
buf_2           160
dfxtp_1          32
a21oi_1         512
buf_4            39
nor2b_1           8
mux4_2         2048
edfxtp_1       8192
a22oi_1        1024
nand2_1         103
nand4_1          32
buf_6            32
buf_1            69
o41ai_1         128
nand3_1           8
==> routing by layer <==
metal / GRT usage / vias to the layer above / wire, um
met2: 0.4052 / 9509 / 370500
li1: - / 60760 / -
met4: 0.08317 / 77 / 30760
met5: 0.02095 / - / 2429
met1: 0.3462 / 74370 / 232100
met3: 0.2377 / 1438 / 146600
No activity file was given, so power comes from the tool's default toggle rates.
